===== config.mk =====
export PLATFORM = sky130hd
export DESIGN_NAME = FSM2
export DESIGN_NICKNAME = FSM2
export VERILOG_FILES = /design/flow/design.v
export SDC_FILE = /design/flow/constraint.sdc
export NUM_CORES = 4
export LEC_CHECK = 1
export CORE_AREA = 10 10 70 70
export DIE_AREA = 0 0 80 80

===== constraint.sdc =====
current_design FSM2

set clk_period 1.2
set clk_io_pct 0.2

create_clock -name clk0 -period $clk_period [get_ports {clock}]

set non_clock_inputs [all_inputs -no_clocks]
set_input_delay [expr $clk_period * $clk_io_pct] -clock clk0 $non_clock_inputs
set_output_delay [expr $clk_period * $clk_io_pct] -clock clk0 [all_outputs]

===== design.v =====
module FSM2 (
    input clock,
    input resetn,
    input Draw_SIG,
    input [7:0] x,
    input [6:0] y,
    input Clr_State,
    output[3:0] Control_sig
);
reg[3:0] n_state;
reg[3:0] p_state;
assign Control_sig=p_state;
always@(*)
begin
case(p_state)
0:begin if (x<=y) n_state=1; else n_state=0; end
1:begin n_state=2; end
2:begin n_state=3; end
3:begin n_state=4; end
4:begin n_state=5; end
5:begin n_state=6; end
6:begin n_state=7; end
7:begin n_state=9; end
8:begin if(Clr_State) n_state=0; else n_state=8; end
9: begin n_state=0; end
default: begin n_state=0; end
endcase
end
always@(posedge clock, negedge resetn)
begin
if(~resetn)
begin
p_state<=8;
end
else if(Draw_SIG)
p_state<=0;
else
p_state<=n_state;
end
endmodule

===== run.sh =====
#!/bin/bash
# OpenROAD 26Q1-2900-gdf79404cd8, Yosys 0.63+post, stock flow scripts
make -C /OpenROAD-flow-scripts/flow DESIGN_CONFIG=/design/flow/config.mk WORK_HOME=/design/flow/orfs finish

==> summary.txt <==
Implementation results.

The final weighted congestion in routability-driven placement is 0.735. Sequential elements use 27.6% of the synthesized area. Per the post-run analysis, buffers plus inverters along the critical path come to 2.

The flow reports an fmax of around 0.84 GHz. For this run the detailed placement stage logged an HPWL of around 1.1 mm. The flow ran to the end, and the final reports show no timing, DRC or antenna violations. Looking at the max-slew report, the worst-margin pin has a slew of approximately 0.2 ns. On the reported timing paths, the clock transition at the registers reads roughly 0.04 ns. The leakage component of the power was reported as a little over 0.4 nW. The last timing report of the flow puts the setup violation total at 0. The largest registers in the layout are p_state: 4 flops. Entering global routing, the biggest net connects 6 pins. The worst hold slack after final layout is approximately 0.21 ns.

The worst clock skew is 0.00364 ns. Synthesis handed over a netlist of 43 instances. The DRC marker count from the first detailed-route iteration is 17. The critical path class is reg2reg. The netlist area before placement is 367 um2. The max-slew violation total from the final report is 0. The count of hold buffers inserted by post-cts repair is 0. The maximum clock path buffer count is 2. Of the cells placed in the final design, the portion with a size suffix greater than 1 is 46.2%. The flow reported a cell area power density of 730 nW/um2.

After routing, the total negative slack on setup checks comes to 0 ns. The detailed-router iteration count before antenna repair is 2. The residual antenna-violating net count after detailed routing is 0. The element type at the critical path start is a flop. Traced cell by cell, the critical path runs through buf_4, inv_1, a21oi_1, or3_1, a21oi_2. The critical path's slowest cell is sky130_fd_sc_hd__dfrtp_1.

In this run the maximum-capacitance check reported violations numbering 0. The synthesis report lists the Yosys warning total as 1. The top register by number of flip-flops is p_state. The OpenROAD report gives the critical path a data arrival time of about 1.4 ns. The cell count listed in synth_stat.txt is 43. The post-layout utilization of the core is 23.4%. The yosys stat chip area is 367 um2. The flip-flop count of the largest register after layout is 4. The number of placement rows is 21. The first global-routing pass estimated 1.97 mm of wire. Among all flip-flop cells after synthesis, the most frequent one is sky130_fd_sc_hd__dfrtp_1. The clock net in this run drives a total of 4 sinks. The area inside the core boundary is 3420 um2.

For this run, the script counts the antenna cells in the layout as 0. Before placement the cells fill 10.7% of the core. Detailed routing inserted a total of 422 vias. The final timing report derives a shortest allowable period of 1.19 ns. The fill cell instance count of the final layout is about 370. The total routing usage reported by global routing is 3.85%. Counting flops and latches in the post-synthesis netlist gives 4. The initial antenna violation count is 0.

The clock tree from TritonCTS is done. The area added between synthesis and finish is 118%. After synthesis, the netlist uses 18 different library cells. The total I/O pin count is 23. The clock root buffer is sky130_fd_sc_hd__clkbuf_4. The total die area is 6400 um2. The overall die width is 80 um. The average instance area after synthesis is roughly 8.5 um2. In this run the number of H-tree levels came out at 1.

From bottom edge to top edge, the die measures 80 um. The final timing summary puts the cycle share of the worst path at 99.5%. The clock latency reported for the late side of the worst-skew pair is approximately 0.24 ns. The via count normalized by instance count is 3.40. The finished cells cover 801 um2. The endpoint kind of the worst setup timing path is a flop. The area after detailed placement is 689 um2. The min-delay analysis places its worst path in the category in2async.

Setup repair after global routing could not meet its margin everywhere. VDD sags by at most 0.000128 V. The total count of hold-check failures in the final report is 0. The number of global-route vias before repair came to 439. The largest incremental delay on the critical path is 0.39 ns.

STA puts the critical path data required time at 1.36 ns. The remaining global-route overflow is 0. Total power for the finished layout comes to ~0.0006 W.

The register area is 101 um2. The stage-log warning count is 27. The family with the most delay on the worst path is flip-flops. The tally of buffers added on design ports is 22. Counting flops with a built-in enable in the synthesized netlist gives 0. The CTS report gives the tree buffer count as 3. Summed over all layers, the routed wires come to 1.31 mm.

The number of remaining DRC errors is 0. Looking at the critical path, the highest net fanout was 2. The routed design shows a wire length per standard cell of 10.6 um. The proportion of register bits with asynchronous set or reset after synthesis is around 100%. Headroom to the max-slew limit came out at 87.0%. The layout report lists the multi-input gate area as 327 um2.
layout by cell type (no fill, tap or decap), types with 3 or more instances in the layout:
master and n:
sky130_fd_sc_hd__buf_4 9, sky130_fd_sc_hd__clkbuf_2 7, sky130_fd_sc_hd__clkbuf_4 3, sky130_fd_sc_hd__clkdlybuf4s50_1 3, sky130_fd_sc_hd__dfrtp_1 3, sky130_fd_sc_hd__dlygate4sd2_1 6, sky130_fd_sc_hd__dlymetal6s2s_1 4, sky130_fd_sc_hd__ha_4 4
sky130_fd_sc_hd__inv_1 5, sky130_fd_sc_hd__inv_2 4
cell type report:
class / count / area share, %
Clock buffer: 4 / 3.28
Timing Repair Buffer: 31 / 31.9
Sequential cell: 4 / 12.7
Inverter: 9 / 4.22
Tap cell: 46 / 7.19
Multi-Input combinational cell: 30 / 40.8
worst reg2reg max path, cell delays in order (launching register included):
cell and delay, ns:
sky130_fd_sc_hd__dfrtp_1 0.39, sky130_fd_sc_hd__buf_4 0.15, sky130_fd_sc_hd__inv_1 0.10, sky130_fd_sc_hd__a21oi_1 0.05
sky130_fd_sc_hd__or3_1 0.32, sky130_fd_sc_hd__a21oi_2 0.11
routing by layer:
metal | GRT usage [%] | wire, um | vias to the layer above
li1 | - | - | 220
met1 | 3.61 | 450 | 197
met2 | 7.70 | 785 | 5
met3 | 1.48 | 79 | 0
met4 | 0.528 | 0 | 0
met5 | 0 | 0 | -
Yosys cell counts (2+ instances only):
cell / n / area share (%)
sky130_fd_sc_hd__nor3_1: 3 / 4.1
sky130_fd_sc_hd__nor2_1: 2 / 2.0
sky130_fd_sc_hd__dfrtp_1: 3 / 20
sky130_fd_sc_hd__nand4b_1: 2 / 4.8
sky130_fd_sc_hd__inv_1: 9 / 9.2
sky130_fd_sc_hd__nand2_1: 2 / 2.0
sky130_fd_sc_hd__a21o_1: 2 / 4.1
sky130_fd_sc_hd__a21oi_1: 4 / 5.5
sky130_fd_sc_hd__ha_1: 7 / 24
through the flow:
stage,setup WS (ns),instances
final,0.00633,124
after global routing,-0.0405,124
after CTS,-0.140,124
after detailed placement,-0.576,117
after global placement,-0.539,117
after floorplan,0.00630,43
worst paths after layout:
path,slack (ns),from,depth (start not counted),endpoint
max in group asynchronous,0.75,resetn,1,p_state[3]$_DFF_PN1_
min reg2reg,0.64,p_state[3]$_DFF_PN1_,3,p_state[3]$_DFF_PN1_
min in group clk0,0.48,x[7],5,p_state[0]$_DFF_PN0_
max,0.006,p_state[0]$_DFF_PN0_,5,p_state[0]$_DFF_PN0_
max reg2reg,0.006,p_state[0]$_DFF_PN0_,5,p_state[0]$_DFF_PN0_
min,0.21,resetn,1,p_state[2]$_DFF_PN0_
kinds of logic after synthesis:
| family | synth area share, % |
|---|---|
| buffers and inverters | 9.21 |
| adders and majority gates | 23.9 |
| and+or+nand+nor | 18.4 |
| AOI/OAI and AO/OA | 16.0 |
| xor gates and xnor gates | 4.78 |
| DFF | 27.6 |
power by group:
part | switching [W] | internal, W | leakage (nW)
Combinational | 0.000102 | 0.000144 | 0.337
Clock | 0.0000592 | 0.000125 | 0.0150
Sequential | 0.00000785 | 0.000147 | 0.0509
repair_timing:
action,4_1_cts,5_1_grt
setup endpoints to repair,5,2
pin swaps,14,13
setup buffers,3,0
gates resized,28,26
No activity file was given, so power comes from the tool's default toggle rates.
