==> design/flow/design.v <==
module DataPath (
    input clock,
    input resetn,
    input Draw_SIG,
    input [7:0] x1,
    input [6:0] y1,
    input [7:0] xc,
    input [6:0] yc,
    input[7:0] radius,
    input [3:0] Control_sig,
    output reg[7:0] outx,
    output reg[6:0] outy,
    output CLR_SIG,
    output reg[7:0] x,
    output reg[6:0] y
);
reg [6:0] d;
assign CLR_SIG=(Control_sig==8)?1:0;
always@(posedge clock, negedge resetn)
begin
if(~resetn)    
begin
y<=y;
d<=d;
end
else if(Draw_SIG)
begin
y<=(radius<60)?radius:59;
d<=(radius<60)?3-(radius*2):-159;
end
else if(x<=y & Control_sig==9 &y>0)
begin    
if(d[6]==1)
d<=d+(x*4)+6;
else
begin
    d<=d+((x-y)*4)+10;
    y<=y-1;
end
end
else 
begin 
y<=y;
d<=d;
end
end
always@(posedge clock, negedge resetn)
if(~resetn)
begin
    outx<=x1;
    outy<=y1;
end
else
begin 
    case(Control_sig)
    0:
    begin if(x<=y) begin outx<=xc+x; outy<=yc+y; end else begin outx<=outx; outy<=outy; end end
    1:
    begin outx<=xc-x; outy<=yc+y; end
    2:
    begin outx<=xc+x; outy<=yc-y; end
    3:
    begin outx<=xc-x; outy<=yc-y; end
    4:
    begin outx<=xc+y; outy<=yc+x; end
    5:
    begin outx<=xc-y; outy<=yc+x; end
    6:
    begin outx<=xc+y; outy<=yc-x; end
    7:
    begin outx<=xc-y; outy<=yc-x; end
    8: 
    begin outx<=x1; outy<=y1;  end
    9:
    begin outx<=outx; outy<=outy; end
    default: 
    begin  outx<=outx; outy<=outy; end
    endcase
end
always@(posedge clock, negedge resetn)
begin
    if(~resetn)
    x<=x;
     else if(Draw_SIG)
     x<=0;
    else if(x<=y & Control_sig==7)
    x<=x+1;
    else 
    x<=x;
end
endmodule
module rand_valgen (
    input clock,
    input resetn,
    input Draw_SIG,
    output reg[7:0] rand_xc,
    output reg[6:0] rand_yc,
    output reg[2:0] rand_colour,
    output reg sig,
    output reg[7:0] rand_radius
);
reg[25:0] counter;
reg[7:0] xr;
reg[7:0] xl;
reg[7:0] temp_x;
reg[6:0] yu;
reg[6:0] yd;
reg[7:0] temp_y;
reg[7:0] temp_radius;
reg temp_sig;
always@(*)
begin
    xl=rand_xc;
    xr=159-rand_xc;
    yu=rand_yc;
    yd=119-rand_yc;
    temp_x=(xr>xl)?xl:xr;
    temp_y=(yu>yd)?yd:yu;
    temp_radius=(temp_x>temp_y)?temp_y:temp_x;
    end
always@(posedge clock, negedge resetn)
begin
if(~resetn)
rand_radius<=0;
else
if(rand_xc>159|rand_yc>119) 
rand_radius<=0;
else
rand_radius<=temp_radius; 
end
always@(posedge clock, negedge resetn)
begin
    if(~resetn)
    begin
    counter<=0;
    temp_sig<=0;
    sig=0;
    end
    else
    begin
    sig<=(counter == 25000000)?1:0;
    temp_sig<=(counter == (25000000+22000))?1:0;
    counter<=(counter == (25000000+22000))?0:counter+1;
    end
end
always@(posedge clock, negedge resetn)
if(~resetn)
begin
rand_xc<=120;
rand_yc<=90;
rand_colour<=6;
end
else 
begin
rand_colour<=sig?{rand_colour[0],rand_colour[2:1]}:rand_colour;
rand_xc<=temp_sig?{rand_xc[6:0],rand_xc[7]}:rand_xc;
rand_yc<=temp_sig?{rand_yc[5:0],rand_yc[6]}:rand_yc;
end
endmodule
module logic2 (
    input resetn,
    input clock,
    output reg[7:0] outx,
    output reg [6:0] outy,
    output  Clr_State
);
wire Draw_SIG;
assign Clr_State=(outy==119);
assign Draw_SIG=(outx==159);
always@(posedge clock, negedge resetn)
begin
if(~resetn)
    outy<=0;
    else if (Clr_State)
    outy<=0;
    else if(Draw_SIG)
    outy<=outy+1;
    else 
     outy<=outy;
end
always@(posedge clock, negedge resetn)
begin
if(~resetn)
begin
    outx<=0;
end
else if(Draw_SIG)
outx<=0;
else
outx<=outx+1;
end
endmodule
==> design/flow/run.sh <==
#!/bin/bash
# OpenROAD 26Q1-2900-gdf79404cd8, Yosys 0.63+post, stock flow scripts
make -C /OpenROAD-flow-scripts/flow DESIGN_CONFIG=/design/flow/config.mk WORK_HOME=/design/flow/orfs finish
==> design/flow/config.mk <==
export PLATFORM = sky130hd
export DESIGN_NAME = rand_valgen
export DESIGN_NICKNAME = rand_valgen
export VERILOG_FILES = /design/flow/design.v
export SDC_FILE = /design/flow/constraint.sdc
export NUM_CORES = 4
export LEC_CHECK = 1
export CORE_UTILIZATION = 50
==> design/flow/constraint.sdc <==
current_design rand_valgen

set clk_period 3.4
set clk_io_pct 0.2

create_clock -name clk0 -period $clk_period [get_ports {clock}]

set non_clock_inputs [all_inputs -no_clocks]
set_input_delay [expr $clk_period * $clk_io_pct] -clock clk0 $non_clock_inputs
set_output_delay [expr $clk_period * $clk_io_pct] -clock clk0 [all_outputs]
==> results.json <==
{
  "edf_count": 0,
  "log.warning_count": 29,
  "tns_ps": 0,
  "worstRegToRegCells": 13,
  "rsz0062_at_grt": "no",
  "yosys_cells": 257,
  "max-slew-margin-rel": 0.515,
  "drv_cap": 0,
  "final_area_mm2": 0.00330,
  "synthMuxAreaShare": 0.0754,
  "netlist_instances": 257,
  "grt_pass1_vias": 1792,
  "hpwl_um": 3640,
  "drcViolationCount": 0,
  "gp_congestion": 0.897,
  "synth_cell_types": 43,
  "dieHeight_um": 76.7,
  "synthArstFlopShare": 1.00,
  "max_freq_ghz": 0.314,
  "critPathKind": "flip-flop to flip-flop",
  "wire_per_inst_um": 14.1,
  "grt_max_degree": 35,
  "seqPwrFrac": 0.548,
  "num_antenna_cells": 0,
  "grt_usage": 0.192,
  "yosysWarnings": 1,
  "worst-slew-pin-transition_ps": 727,
  "drtIter0Drc": 100,
  "drive_above_1_share": 0.174,
  "synth_top_area_share": 0.395,
  "xor_share": 0.0911,
  "num_rows": 26,
  "r2r_start": "rand_yc[4]",
  "grt_use_met1": 0.350,
  "p_int_uw": 959,
  "critPathArrivalTime_ps": 3390,
  "synth_area_leader_cell": "dfrtp_1",
  "finalCritPeriodShare": 0.938,
  "p_sw_uw": 214,
  "critPathRequiredTime_ps": 3600,
  "place_area_mm2": 0.00313,
  "met3_usage": 0.0290,
  "gr-max-usage-layer": "met1",
  "syn2layout_area_growth_pct": 18.4,
  "cp-end-kind": "flip-flop",
  "finClkSkew_ps": 8.84,
  "yosys.stat.seqShare": 0.489,
  "die_area_mm2": 0.00588,
  "finalPower_uw": 1170,
  "power_leakage_uw": 0.00141,
  "dr_total_vias": 1945,
  "drt-pass1-iter-count": 4,
  "gr-total-overflow": 0,
  "synth_simple_gate_area_share": 0.181,
  "p_sw_frac": 0.182,
  "clkSinkCount": 54,
  "clkSlewWorstSetupHoldPaths_ps": 100,
  "r2r_slack_ps": 210,
  "yosys.area_share.adder": 0.0538,
  "portBuffers": 28,
  "pwr-share-clk": 0.439,
  "antenna_found_initial": 0,
  "via_per_inst": 5.43,
  "drv_slew": 0,
  "ant_nets": 0,
  "grtUsageMet2": 0.263,
  "most_common_cell": "dfrtp_1",
  "cts_buffer_depth": 2,
  "fp_util": 0.532,
  "topCellsByArea": "dfrtp_1 39%, dfstp_2 9.4%, mux2_2 6.5%",
  "htreeDepth": 2,
  "cts_buffers": 5,
  "syn_area_mm2": 0.00279,
  "powerDensity_mw_per_mm2": 355,
  "die_w_um": 76.7,
  "grt_pass1_wl_um": 8700,
  "compound_area_frac": 0.0803,
  "coreArea_mm2": 0.00524,
  "r2r-end": "rand_radius[5]",
  "cts_tree": "built",
  "wl_um": 5040,
  "crit_path_end": "rand_radius[5]",
  "p_comb_frac": 0.012,
  "io_pins": 30,
  "critPathLaunchType": "flip-flop",
  "synthTopLogicFamily": "simple AND/OR/NAND/NOR gates",
  "crit_fanout": 7,
  "finalSetupViolations": 0,
  "status": "completed",
  "synthTopCellsByCount": "44 x dfrtp_1, 24 x nor2_1, 19 x xnor2_1",
  "flop_cell": "dfrtp_1",
  "cp-startpoint": "rand_yc[4]",
  "ys.flops": 54,
  "clockRootBuffer": "clkbuf_8",
  "ir_worst_vdd_mv": 0.242,
  "final.min_clock_period_ps": 3190,
  "ys_area_mm2": 0.00279,
  "hold_viol_final": 0,
  "clock_latency_ps": 300,
  "min_path_type": "input port to asynchronous set/reset pin",
  "avgSynthCellArea_um2": 10.9,
  "fillers": 421
}
## cell type report
cell class / instances / area, um2 / area share
Sequential cell: 54 / 1360 / 0.413
Multi-Input combinational cell: 186 / 1360 / 0.412
Timing Repair Buffer: 32 / 318 / 0.0962
Tap cell: 70 / 87.6 / 0.0265
Clock buffer: 6 / 82.6 / 0.0250
Clock inverter: 2 / 60.1 / 0.0182
Inverter: 8 / 30.0 / 0.00909
## worst min-delay path by stage
stage,to,slack [ps],from,cells past startpoint
4_1_cts,rand_yc[5],450,resetn,1
5_1_grt,rand_yc[5],470,resetn,1
6_report,rand_yc[5],420,resetn,1
## routing by layer
| metal | routed length, um | up-vias |
|---|---|---|
| met5 | 0 | - |
| met4 | 34 | 0 |
| met3 | 240 | 4 |
| met2 | 2060 | 41 |
| met1 | 2700 | 926 |
| li1 | - | 974 |
## sequential cells by signal, indices dropped and copies added (netlist names)
register     count
rand_yc          7
rand_radius      8
sig              1
rand_xc          8
counter         26
temp_sig         1
rand_colour      3
## critical path: stages (launching register included)
cell and delay [ps]:
dfstp_2 610, ha_1 190, inv_1 60, ha_1 300
a21oi_1 230, a21oi_4 120, buf_12 140, xnor2_1 210
ha_1 280, nor2b_1 130, o211ai_1 190, and3_1 240
nor2_1 110, a211oi_1 270
## stage by stage
stage / hold WS [ps] / instances / setup WS [ps] / util
after floorplan: 384 / 257 / 513 / -
after global placement: 472 / 349 / 198 / 0.597
after detailed placement: 473 / 349 / 139 / 0.597
after CTS: 453 / 357 / 97.4 / 0.624
after global routing: 473 / 358 / 18.7 / 0.631
final: 418 / 358 / 211 / 0.631
## cell families after synthesis
group,Yosys count
muxes,19
xor gates and xnor gates,29
buffers and inverters,17
and+or+nand+nor,90
DFF,54
adders and majority gates,12
AOI/OAI and AO/OA,35
other,1
## power by group through the flow
stage / sequential, uW / clock, uW / combinational, uW
final: 643 / 515 / 14.3
after global routing: 643 / 558 / 17.7
after CTS: 643 / 534 / 15.9
## placed cells by master (no fill, tap or decap), drive strengths merged, types with 2 or more instances in the layout
| cell type | netlist | routed |
|---|---|---|
| a211oi | 6 | 6 |
| a21o | 4 | 4 |
| a21oi | 13 | 13 |
| and3 | 2 | 2 |
| and4 | 3 | 3 |
| buf | 5 | 5 |
| bufinv | 0 | 2 |
| clkbuf | 4 | 6 |
| clkdlybuf4s50 | 0 | 27 |
| dfrtp | 44 | 44 |
| dfstp | 10 | 10 |
| ha | 12 | 12 |
| inv | 8 | 8 |
| mux2 | 16 | 16 |
| mux2i | 3 | 3 |
| nand2 | 14 | 14 |
| nand3 | 11 | 11 |
| nand4 | 9 | 9 |
| nor2 | 24 | 24 |
| nor2b | 2 | 2 |
| nor3 | 8 | 8 |
| nor3b | 2 | 2 |
| nor4 | 4 | 4 |
| nor4b | 2 | 2 |
| o21ai | 8 | 8 |
| or3 | 4 | 4 |
| or4b | 2 | 2 |
| xnor2 | 19 | 19 |
| xor2 | 10 | 10 |
## repair_timing
item,in CTS,in global routing
buffers inserted,0,1
hold buffers,0,0
endpoints found under the setup margin,0,6
gates resized,0,3
No activity file was given, so power comes from the tool's default toggle rates.
